==> design/flow/design.v <==
`timescale 1ns / 1ps
module sseg_decoder(
    input [3:0] num,
    output reg [6:0] sseg
    );
    always @*
        case(num)
            4'h0: sseg = 7'b1000000;
            4'h1: sseg = 7'b1111001;
            4'h2: sseg = 7'b0100100;
            4'h3: sseg = 7'b0110000;
            4'h4: sseg = 7'b0011001;
            4'h5: sseg = 7'b0010010;
            4'h6: sseg = 7'b0000010;
            4'h7: sseg = 7'b1111000;
            4'h8: sseg = 7'b0000000;
            4'h9: sseg = 7'b0010000;
            4'hA: sseg = 7'b0001000;
            4'hB: sseg = 7'b0000011;
            4'hC: sseg = 7'b1000110;
            4'hD: sseg = 7'b0100001;
            4'hE: sseg = 7'b0000110;
            4'hF: sseg = 7'b0001110;
        endcase
endmodule
`timescale 1ns / 1ps
module an_decoder (
    input [1:0] in,
    output reg [3:0] out
    );
    always @*
        begin
            case (in)
                2'b00: out = 4'b1110;
                2'b01: out = 4'b1101;
                2'b10: out = 4'b1011;
                2'b11: out = 4'b0111;
            endcase
        end
endmodule
`timescale 1ns / 1ps
module mux2
    #(parameter BITS=4)
    (
    input sel,
    input [BITS-1:0] in0, in1,
    output [BITS-1:0] out
    );
    assign out = sel ? in1 : in0;
endmodule
`timescale 1ns / 1ps
module mux4(
    input [1:0] sel,
    input [3:0] in0, in1, in2, in3,
    output reg [3:0] out
    );
    always @*
        begin
            case (sel)
                2'b00: out = in0;
                2'b01: out = in1;
                2'b10: out = in2;
                2'b11: out = in3;
            endcase 
        end
endmodule
`timescale 1ns / 1ps
module counter #(parameter N=1)(
    input clk, rst, en,
    output [1:0] msb
    );
    reg [N-1:0] Qnext, Qreg;
    always @(posedge clk, posedge rst)
        begin
            if(rst)
                Qreg <= 0;
            else 
                Qreg <= Qnext;
        end
     always @*
        begin
            if (en)
                Qnext = Qreg+1;
            else
                Qnext = Qreg;
        end
     assign msb = Qreg[N-1:N-2];
endmodule
`timescale 1ns / 1ps
module board(
    input win, lose, en,
    input clk, rst,
    output [6:0] seg,
    output [3:0] an,
    output dp
    );
    localparam [1:0] sdefault = 2'b00, 
                     swin = 2'b01,
                     slose = 2'b10;
    reg [1:0] state, state_next;           
    reg [3:0] cwin, close;
    reg [3:0] cwin_next, close_next;
    always_ff @(posedge (clk), posedge (rst))
        if (rst) begin
            state <= sdefault;
            cwin <= 0;
            close <= 0; end
        else if (en) begin  
            state <= state_next;
            cwin <= cwin_next;
            close <= close_next; end
    always_comb begin
        state_next = state;
        cwin_next = cwin;
        close_next = close;
        case (state)
            swin: begin
                cwin_next = cwin + 1'b1;
                state_next = sdefault;
                end
            slose: begin 
                close_next = close + 1'b1;
                state_next = sdefault;
                end
            sdefault:begin                
                if (cwin == 4'h9)begin
                    cwin_next = 4'hA;
                    close_next = 4'hA;end   
                else if (close == 4'h9)begin
                    close_next = 4'hF;
                    cwin_next = 4'hF;end
                if (win)
                    state_next = swin;
                else if (lose)
                    state_next = slose;
                end
        endcase
    end
    wire [1:0] counter_sseg4;
    counter #(.N(21)) c(
        .clk(clk),
        .en(1'b1),
        .rst(btnC),
        .msb(counter_sseg4)
        );
    sseg_new out(
        .win(cwin),
        .lose(close),
        .digit_sel(counter_sseg4),
        .seg(seg),
        .an(an),
        .dp(dp)  
    );
endmodule
`timescale 1ns / 1ps
module count #(parameter N=20)(
    input clk, rst, en,
    output tick
    );
    reg [N-1:0] Qnext, Qreg;
    always @(posedge clk, posedge rst) 
        begin
            if(rst)
                Qreg <= 0;
            else 
                Qreg <= Qnext;
        end
     always @* 
        begin
            if (en)
                Qnext = Qreg+1;
            else
                Qnext = Qreg;
        end
     assign tick = &Qreg;
endmodule
`timescale 1ns / 1ps
    module debounce #(parameter N=21)(
    input clk, reset,
    input  in,
    output reg out,
    output reg tick
    );
   localparam [1:0]
      zero   = 2'b00,
      wait1  = 2'b01,
      one    = 2'b11,
      wait0  = 2'b10;
   reg [1:0] state, state_next;
   reg [N-1:0] counter, counter_next;
   always_ff @(posedge clk or posedge reset)
      if (reset) begin
         state   <= zero;
         counter <= {N{1'b1}};
      end
      else begin
         state   <= state_next;
         counter <= counter_next;
      end
   always_comb begin
      state_next   = state;
      counter_next = counter;
      tick = 0;
      case(state)
         zero: begin
            out = 0;
            counter_next = {N{1'b1}};
            if (in)
               state_next = wait1;
         end
         wait1: begin
            out = 0;      
            counter_next = counter - 1;
            if (counter == 0) begin
               tick = 1'b1;  
               state_next = one;
            end
            else if (~in)
               state_next = zero;
         end
         one: begin
            out = 1;
            counter_next = {N{1'b1}};
            if (~in)
               state_next   = wait0;
         end
         wait0: begin
            out = 1;
            counter_next = counter - 1;
            if (counter == 0)
               state_next = zero;
            else if (in)
               state_next = one;
         end
      endcase
   end
endmodule  
`timescale 1ns / 1ps
module guess_FSM(
    input clk, rst, en,
    input [3:0]in,  
    output reg [3:0] y, 
    output reg win, lose  
    );
    localparam [2:0] 
        s0 = 3'b000,
        s1 = 3'b001,
        s2 = 3'b011,
        s3 = 3'b010,
        swin  = 3'b110,
        slose = 3'b111; 
    reg [2:0] state, state_next;
    always @(posedge clk, posedge rst)
        if (rst)
            state <= s0;
        else if (en)  
            state <= state_next; 
    always @* begin
      state_next = state;
      win = 1'b0;
      lose = 1'b0;
      case(state)
         s0: begin
            y = 4'b0001;
            if (in == y)
                state_next = swin;
            else if (in == 4'b0000)
                state_next = s1;
            else
                state_next = slose;            
         end
         s1: begin
            y = 4'b0010;
            if (in == y)
                state_next = swin;
            else if (in == 4'b0000)
                state_next = s2;
            else
                state_next = slose;  
         end
         s2: begin
            y = 4'b0100;     
            if (in == y)
                state_next = swin;
            else if (in == 4'b0000)
                state_next = s3;
            else
                state_next = slose;  
         end
         s3: begin
            y = 4'b1000;    
            if (in == y)
                state_next = swin;
            else if (in == 4'b0000)
                state_next = s0;
            else
                state_next = slose;
         end
         swin: begin
            win = 1'b1;  
            if (in == 4'b0000)
                state_next = s0;
            else
                state_next = swin;
         end
         slose: begin
            lose = 1'b1;  
            if (in == 4'b0000)
                state_next = s0;
            else
                state_next = slose;
         end
      endcase     
   end
endmodule
`timescale 1ns / 1ps
module guessing_game(
    input btnC, btnL, btnR, btnU, btnD, clk,
    input [15:0] sw,
    output [15:0] led,
    output [6:0] seg,
    output [3:0] an,
    output dp
    );
    wire [3:0] tmp;
    wire [3:0] debounced_buttons;
    debounce #(.N(21)) debounce0(
        .clk(clk),
        .reset(btnC),
        .in(btnL),
        .out(debounced_buttons[0]),
        .tick(tmp[0])
        );
    debounce #(.N(21)) debounce1(
        .clk(clk),
        .reset(btnC),
        .in(btnD),
        .out(debounced_buttons[1]),
        .tick(tmp[1])
        );    
    debounce #(.N(21)) debounce2(
        .clk(clk),
        .reset(btnC),
        .in(btnR),
        .out(debounced_buttons[2]),
        .tick(tmp[2])
        );
    debounce #(.N(21)) debounce3(
        .clk(clk),
        .reset(btnC),
        .in(btnU),
        .out(debounced_buttons[3]),
        .tick(tmp[3])
        );
    wire counter_in0;
    count #(.N(25)) c0(
        .clk(clk),
        .en(1'b1),
        .rst(btnC),
        .tick(counter_in0)
        );
    wire counter_in1;
    count #(.N(23)) c1(
        .clk(clk),
        .en(1'b1),
        .rst(btnC),
        .tick(counter_in1)
        );
    wire mux_guess;    
    mux2 #(.BITS(1)) mux0(
        .sel(sw[0]),  
        .in1(counter_in1),
        .in0(counter_in0),
        .out(mux_guess)
        );
    wire win, lose;    
    guess_FSM main(
        .clk(clk),
        .rst(btnC),
        .en(mux_guess),
        .in(debounced_buttons),
        .y(led[3:0]),
        .win(win),
        .lose(lose)
        );
    board b(
        .win(win),
        .lose(lose),
        .clk(clk),
        .en(mux_guess),
        .rst(btnC),
        .seg(seg),
        .an(an),
        .dp(dp)
        );
endmodule
`timescale 1ns / 1ps
module sseg_new(
    input [3:0] win, lose,
    input [1:0] digit_sel,
    output [6:0] seg,
    output [3:0] an,
    output dp
    );
    assign dp = 1'b1;
    reg [3:0] tmp1, tmp2;
    assign tmp1 = win == 4'hA ? 4'hA : 4'hF; 
    assign tmp2 = lose == 4'hF ? 4'hF : 4'hA;
    wire [3:0] mux4_decoder;
    mux4 mux0(
        .sel(digit_sel),
        .in0(lose),
        .in1(tmp1),
        .in2(win),
        .in3(tmp2),
        .out(mux4_decoder)
        );
    sseg_decoder decoder0(
        .num(mux4_decoder),
        .sseg(seg)
        );    
    an_decoder adecoder(
        .in(digit_sel),
        .out(an)
        );
endmodule
==> design/flow/run.sh <==
#!/bin/bash
# OpenROAD 26Q1-2900-gdf79404cd8, Yosys 0.63+post, stock flow scripts
make -C /OpenROAD-flow-scripts/flow DESIGN_CONFIG=/design/flow/config.mk WORK_HOME=/design/flow/orfs finish
==> design/flow/config.mk <==
export PLATFORM = sky130hd
export DESIGN_NAME = guessing_game
export DESIGN_NICKNAME = guessing_game
export VERILOG_FILES = /design/flow/design.v
export SDC_FILE = /design/flow/constraint.sdc
export NUM_CORES = 4
export LEC_CHECK = 1
export CORE_UTILIZATION = 50
==> design/flow/constraint.sdc <==
current_design guessing_game

set clk_period 5.2
set clk_io_pct 0.2

create_clock -name clk0 -period $clk_period [get_ports {clk}]

set non_clock_inputs [all_inputs -no_clocks]
set_input_delay [expr $clk_period * $clk_io_pct] -clock clk0 $non_clock_inputs
set_output_delay [expr $clk_period * $clk_io_pct] -clock clk0 [all_outputs]
==> metrics.csv <==
metric,value,unit
topRoutingLayerUsed,met4,
ys_area,8150,um^2
num_vias,5494,
place_congestion,0.804,
syn-cell-area,8150,um^2
ios,50,
untimed_endpoints,8,
ant_nets,0,
cpPeakStageDelay,0.48,ns
p_leak,3.64,nW
areaGrowthSynthToFinish,11.6,%
cp.required,4.16,ns
maxCapViolations,0,
grt-ovfl-total,0,
layout-drive-gt1-share,17.6,%
crit_slowest_cell,clkdlybuf4s50_1,
core_area,15900,um^2
finalCritPeriodShare,64.2,%
start_kind,register,
yosysTopAreaCellShare,29.0,%
vias_per_cell,5.24,
edf_count,0,
holdCritPathClass,reg -> reg,
rsz0062_at_grt,no,
finalWirelength,13300,um
whs,0.461,ns
fin_util,57.3,%
arrival,2.30,ns
fin_skew,0.00618,ns
worstSkewPairLatency,0.41,ns
maxSlewViolCount,0,
fp_util,51.3,%
status,"finished, final reports clean",
switching_share,21.2,%
die_y,130,um
drt_iter0_markers,287,
synth_area_per_cell,10.2,um^2
finalSetupTns,0,ns
relSlewSlack,52.5,%
synth_flop_count,169,
ff2ff_setup_slack,2.61,ns
yosys.area.top_type,dfstp_2,
area_leaders,"dfstp_2 29%, dfrtp_1 23%, xnor2_1 6.3%, nand2_1 5.1%, xor2_1 4.3%",
worstMarginPinSlew,0.705,ns
clk_path_buf_depth,2,
share_comb_of_total_power,4.6,%
wl_met2,5990,um
die_area,16800,um^2
wl_met1,6790,um
path_cells,"inv_1, ha_1, nor2_1, or3b_2, o21ai_0, clkdlybuf4s50_1",
seqPwrFrac,49.0,%
dpl.hpwl,8880,um
dr.pass1.iters,4,
ctsHoldBuffers,0,
antenna_found_initial,0,
die_x,130,um
placement_rows,46,
cts_tree,built,
htree_levels,4,
instances_no_fill,1049,
ff_type,dfstp_2,
path_clk_slew,0.06,ns
port_buffers,17,
ctsResizeCount,0,
most_common_cell,nand2_1,
layout_setup_ws,1.86,ns
pwr-share-clk,46.4,%
ys_cells,803,
grt_max_degree,59,
placed_cells,1017,
p_int,2.14,mW
end_kind,output pin,
unclocked_pins,4,
max_freq,300,MHz
top_cells_by_count,"111 x nand2_1, 90 x dfstp_2, 75 x dfrtp_1",
final_hold_viol_count,0,
post_cts_buffers,0,
cts_root_buf,clkbuf_16,
warning_count,50,
ys_warn_count,25,
pre_cts_slack,2.18,ns
grt_pass1_wl,24000,um
postSynth.asyncResetShare,97.6,%
first_global_vias,5300,
path_class,reg -> out,
synth.distinct_cells,57,
n_antenna_cell,0,
wl_per_cell,12.7,um
grt.total_usage,18.2,%
ir_drop,0.225,mV
setup_viol,0,
wl_met3,395,um
p_switching,579,uW
numCtsBuffers,17,
drc,0,
path_max_fanout,6,
p_per_area,299,nW/um^2
timing.final.crit_period,3.34,ns
netlist_instances,803,
[stage by stage]
| step | area, um^2 | power (mW) |
|---|---|---|
| after floorplan | 8210 | 1.46 |
| after global placement | 8480 | 1.48 |
| after detailed placement | 8480 | 1.48 |
| after CTS | 9100 | 2.77 |
| after global routing | 9100 | 2.84 |
| final | 9100 | 2.72 |
[placed cells by master, fill, tap and decap left out, types with 3 or more instances in the layout]
cell | synthesis | layout
nor3_1 | 31 | 31
inv_1 | 35 | 34
or3_1 | 13 | 13
dfstp_2 | 90 | 90
nor4_1 | 16 | 16
nand3b_1 | 5 | 5
conb_1 | 2 | 17
nand4_1 | 17 | 17
nand3_1 | 41 | 41
o21ai_0 | 28 | 28
xor2_1 | 40 | 40
a21oi_1 | 25 | 25
o41ai_1 | 4 | 4
nor3b_1 | 3 | 3
or4_1 | 10 | 10
buf_4 | 17 | 5
and3_1 | 12 | 12
xnor2_1 | 59 | 59
nand4b_1 | 5 | 5
clkbuf_16 | 0 | 17
dfrtp_1 | 75 | 75
clkinv_2 | 0 | 3
nor2_1 | 58 | 58
o22ai_1 | 7 | 7
dlxtn_1 | 4 | 4
o31ai_1 | 9 | 9
and2_1 | 3 | 3
or2_2 | 3 | 3
clkdlybuf4s50_1 | 0 | 17
ha_1 | 18 | 18
clkbuf_8 | 0 | 7
or3b_2 | 3 | 3
nand2_1 | 111 | 111
[cell type report]
cell class	count	area, um^2
Tap cell	216	270
Clock buffer	25	526
Clock inverter	7	91.3
Sequential cell	169	4300
Fill cell	1302	6790
Timing Repair Buffer	22	208
Multi-Input combinational cell	575	3570
Inverter	35	135
[critical path, delay by kind of cell, from the launching register on]
| kind | cells | cell delay [ns] |
|---|---|---|
| fa+ha+maj | 1 | 0.22 |
| buf+inv | 2 | 0.63 |
| compound gates | 1 | 0.09 |
| simple gates | 2 | 0.53 |
| flops | 1 | 0.43 |
[sequential cells by signal, indices dropped and copies added, names as in the netlist, 6 cells and up]
| name | flops |
|---|---|
| c0.Qreg | 25 |
| c1.Qreg | 23 |
| debounce0.counter | 21 |
| debounce1.counter | 21 |
| debounce2.counter | 21 |
| debounce3.counter | 21 |
| main.state | 6 |
[logic make-up after synthesis]
kind of cell	synth area share, %
xor+xnor	10.6
latches	0.737
flops	52.0
simple gates	22.1
fa+ha+maj	2.76
compound gates	6.49
buf+inv	4.19
other cells	0.0921
mux	1.03
[routing by layer]
| layer | GRT usage, % | up-vias |
|---|---|---|
| met3 | 3.38 | 9 |
| met5 | 0 | - |
| met1 | 30.0 | 2652 |
| met4 | 1.71 | 0 |
| met2 | 27.7 | 62 |
| li1 | - | 2771 |
[power by group through the flow]
stage | combinational (mW) | sequential (mW) | clock, mW
after CTS | 0.130 | 1.33 | 1.30
after global routing | 0.149 | 1.34 | 1.35
final | 0.126 | 1.33 | 1.26
[final timing paths]
| check | start | endpoint | depth (start not counted) |
|---|---|---|---|
| max | b.close[1] | seg[0] | 6 |
| min | debounce3.counter[0] | debounce3.counter[0] | 1 |
| max reg2reg | c0.Qreg[0] | b.close[0] | 7 |
| min reg2reg | debounce3.counter[0] | debounce3.counter[0] | 1 |
| max in group asynchronous | btnC | b.close[0] | 3 |
| min in group asynchronous | btnC | c1.Qreg[0] | 2 |
No activity file was given, so power comes from the tool's default toggle rates.
