$ cat constraint.sdc
current_design wrapper

set clk_period 4.7
set clk_io_pct 0.2

create_clock -name clk0 -period $clk_period [get_ports {clk}]

set non_clock_inputs [all_inputs -no_clocks]
set_input_delay [expr $clk_period * $clk_io_pct] -clock clk0 $non_clock_inputs
set_output_delay [expr $clk_period * $clk_io_pct] -clock clk0 [all_outputs]
$ cat config.mk
export PLATFORM = sky130hd
export DESIGN_NAME = wrapper
export DESIGN_NICKNAME = wrapper
export VERILOG_FILES = /design/flow/design.v
export SDC_FILE = /design/flow/constraint.sdc
export NUM_CORES = 4
export LEC_CHECK = 1
export CORE_AREA = 10 10 93 93
export DIE_AREA = 0 0 103 103
$ cat run.sh
#!/bin/bash
# OpenROAD 26Q1-2900-gdf79404cd8, Yosys 0.63+post, stock flow scripts
make -C /OpenROAD-flow-scripts/flow DESIGN_CONFIG=/design/flow/config.mk WORK_HOME=/design/flow/orfs finish
$ cat design.v
`timescale 1ns / 1ps
module sseg_decoder(
    input [3:0] num,
    output reg [6:0] sseg
    );
    always @*
        case(num)
            4'h0: sseg = 7'b1000000;
            4'h1: sseg = 7'b1111001;
            4'h2: sseg = 7'b0100100;
            4'h3: sseg = 7'b0110000;
            4'h4: sseg = 7'b0011001;
            4'h5: sseg = 7'b0010010;
            4'h6: sseg = 7'b0000010;
            4'h7: sseg = 7'b1111000;
            4'h8: sseg = 7'b0000000;
            4'h9: sseg = 7'b0010000;
            4'hA: sseg = 7'b0001000;
            4'hB: sseg = 7'b0000011;
            4'hC: sseg = 7'b1000110;
            4'hD: sseg = 7'b0100001;
            4'hE: sseg = 7'b0000110;
            4'hF: sseg = 7'b0001110;
        endcase
endmodule
`timescale 1ns / 1ps
module add3(
    input [3:0] in,
    output [3:0] out
    );
    assign out = in > 4'b0100 ? in + 4'b0011 : in;
endmodule
`timescale 1ns / 1ps
module bcd11(
    input [10:0] in,
    output [3:0] ones, tens, hundreds, thousands
    );
    assign thousands[3:2] = 2'b00;
    wire [3:0] tmpC1;
    add3 c1(
        .in({1'b0 , in[10:8]}),
        .out(tmpC1)
    );
    wire [3:0] tmpC2;
    add3 c2(
        .in({tmpC1[2:0],in[7]}),
        .out(tmpC2)
    );
    wire [3:0] tmpC3;
    add3 c3(
        .in({tmpC2[2:0],in[6]}),
        .out(tmpC3)
    );
    wire [3:0] tmpC4;
    add3 c4(
        .in({tmpC3[2:0],in[5]}),
        .out(tmpC4)
    );
    wire [3:0] tmpC5;
    add3 c5(
        .in({tmpC4[2:0],in[4]}),
        .out(tmpC5)
    );
    wire [3:0] tmpC6;
    add3 c6(
        .in({tmpC5[2:0],in[3]}),
        .out(tmpC6)
    );
    wire [3:0] tmpC7;
    add3 c7(
        .in({tmpC6[2:0],in[2]}),
        .out(tmpC7)
    );
    add3 c8(
        .in({tmpC7[2:0],in[1]}),
        .out({tens[0], ones[3:1]})
    );
    assign ones[0] = in[0];
    wire [3:0] tmpC9;
    add3 c9(
        .in({1'b0,tmpC1[3],tmpC2[3],tmpC3[3]}),
        .out(tmpC9)
    );
    wire [3:0] tmpC10;
    add3 c10(
        .in({tmpC9[2:0],tmpC4[3]}),
        .out(tmpC10)
    );
    wire [3:0] tmpC11;
    add3 c11(
        .in({tmpC10[2:0],tmpC5[3]}),
        .out(tmpC11)
    );
    wire [3:0] tmpC12;
    add3 c12(
        .in({tmpC11[2:0],tmpC6[3]}),
        .out(tmpC12)
    );
    add3 c13(
        .in({tmpC12[2:0],tmpC7[3]}),
        .out({hundreds[0], tens[3:1]})
    );
    wire [3:0] tmpC14;
    add3 c14(
        .in({1'b0,tmpC9[3],tmpC10[3],tmpC9[3]}),
        .out({thousands[1], tmpC14[2:0]})
    );
    add3 c15(
        .in({tmpC14[2:0],tmpC12[3]}),
        .out({thousands[0],hundreds[3:1]})
    );
endmodule
`timescale 1ns / 1ps
module an_decoder (
    input [1:0] in,
    output reg [3:0] out
    );
    always @*
        begin
            case (in)
                2'b00: out = 4'b1110;
                2'b01: out = 4'b1101;
                2'b10: out = 4'b1011;
                2'b11: out = 4'b0111;
            endcase
        end
endmodule
`timescale 1ns / 1ps
module mux2
    #(parameter BITS=4)
    (
    input sel,
    input [BITS-1:0] in0, in1,
    output [BITS-1:0] out
    );
    assign out = sel ? in1 : in0;
endmodule
`timescale 1ns / 1ps
module mux4(
    input [1:0] sel,
    input [3:0] in0, in1, in2, in3,
    output reg [3:0] out
    );
    always @*
        begin
            case (sel)
                2'b00: out = in0;
                2'b01: out = in1;
                2'b10: out = in2;
                2'b11: out = in3;
            endcase 
        end
endmodule
`timescale 1ns / 1ps
module sseg4(
    input [15:0] data,
    input [1:0] digit_sel,
    input hex_dec, sign, 
    output [6:0] seg,
    output [3:0] an,
    output dp  
    );
    assign dp = 1'b1;
    an_decoder an_decoder_0(
        .in(digit_sel),
        .out(an)
    );
    wire sel_mux2_7;
    assign sel_mux2_7 = sign & ~an[3]; 
    wire [15:0] bcd_mux2;
    bcd11 bcd11_0(
        .in(data[10:0]),
        .ones(bcd_mux2[3:0]),
        .tens(bcd_mux2[7:4]),
        .hundreds(bcd_mux2[11:8]),
        .thousands(bcd_mux2[15:12])
    );
    wire [15:0] mux2_mux4;
    mux2 #(.BITS(16)) mux2_0(
        .sel(hex_dec),
        .in0(bcd_mux2),
        .in1(data[15:0]),
        .out(mux2_mux4)
    );
    wire [4:0] mux4_decoder;
    mux4 mux4_0(
        .sel(digit_sel),
        .in0(mux2_mux4[3:0]),
        .in1(mux2_mux4[7:4]),
        .in2(mux2_mux4[11:8]),
        .in3(mux2_mux4[15:12]),
        .out(mux4_decoder)
    );
    wire[6:0] decoder_mux2;
    sseg_decoder decoder0(
        .num(mux4_decoder),
        .sseg(decoder_mux2)
    );
    mux2 #(.BITS(7)) mux2_1(
        .sel(sel_mux2_7),
        .in0(decoder_mux2),
        .in1(7'b0111111),
        .out(seg)
    );
endmodule
`timescale 1ns / 1ps
module counter #(parameter N=1)(
    input clk, rst, en,
    output [1:0] msb
    );
    reg [N-1:0] Qnext, Qreg;
    always @(posedge clk, posedge rst)
        begin
            if(rst)
                Qreg <= 0;
            else 
                Qreg <= Qnext;
        end
     always @*
        begin
            if (en)
                Qnext = Qreg+1;
            else
                Qnext = Qreg;
        end
     assign msb = Qreg[N-1:N-2];
endmodule
`timescale 1ns / 1ps
module wrapper(
    input clk, btnC,
    output [6:0] seg,
    output [3:0] an,
    output dp  
    );
    wire [1:0] counter_sseg4;
    counter #(.N(21)) c(
        .clk(clk),
        .en(1'b1),
        .rst(btnC),
        .msb(counter_sseg4)
        );
    sseg4 dut(
        .data(15'hAB),
        .hex_dec(1'b0),
        .sign(1'b0),
        .digit_sel(counter_sseg4),
        .seg(seg),
        .an(an),
        .dp(dp)
        ); 
endmodule
==> reports/qor.csv <==
stage,metric,value,unit
min_path,Worst Hold Class,reg2reg,
clock_network,number of setup buffers added after CTS,0,
flow_run,tool warnings,25,
final_timing,Final Max-Slew Violation Tally,0,
setup_path,Worst Path Max Fanout,7,
finish,# fillers,734,
power_and_ir_drop,Leak,0.000524,uW
finish,layout cells sized above 1,11.6,%
outcome,status,completed,
drt,Detail Route Antenna Nets,0,
grt,first-pass GRT wire length,2670,um
finish,top flop regs,c.Qreg (21),
drt,drt wl/cell,8.72,um
floorplan,die area,0.0106,mm2
floorplan,Die Wd,103,um
floorplan,Row Count,30,
floorplan,I/O pins,14,
setup_path,Startpoint Class,flip-flop,
final_timing,Slew headroom,47.7,%
grt,vias in the first global route,613,
final_timing,Final Cycle Share,50.2,%
clock_network,clock sink count,21,
grt,Total Routing Usage GR,3.08,%
drt,First-pass DRT Iterations,4,
clock_network,CTS tree,done,
drt,Detailed Route WL,1530,um
setup_path,worst endpoint data arrival time,1.42,ns
synth,Synth Instances,86,
power_and_ir_drop,Sw Share,19.1,%
synth,# Cells Yosys,86,
final_timing,count of final setup violators,0,
finish,P&R area growth vs syn,20.0,%
finish,post-route insts no fill,175,
final_timing,fmax,0.424,GHz
final_timing,RSZ-0062 raised after global routing,false,
synth,Syn Area/Cell,11.5,um2
floorplan,placeable core area,0.00676,mm2
drt,vias,580,
clock_network,Clock Tree Buf Depth,2,
final_timing,Tmin final,2.36,ns
drt,DR iter-0 viols,44,
floorplan,fp_density,14.6,%
synth,area reported by Yosys stat,988,um2
grt,GR Overflow Total,0,
final_timing,final count of hold timing violations,0,
clock_network,clock root cell,clkbuf_8,
placement,Port Buffers,9,
clock_network,CTS Hold Bufs,0,
clock_network,Clock Latency Late Sink,0.25,ns
power_and_ir_drop,VDD IR max,95.7,uV
power_and_ir_drop,Power Internal,242,uW
drt,vias per cell,3.31,
power_and_ir_drop,pwr/cell area,252,mW/mm2
clock_network,post-CTS sizing,0,
flow_run,max-cap violation count,0,
grt,initial antenna violation count,0,
synth,synthesized area,988,um2
synth,distinct lib cells,22,
power_and_ir_drop,Logic pwr share,1.5,%
power_and_ir_drop,P_sw,57.0,uW
placement,dpl cells,171,
placement,dpl hpwl,1100,um
power_and_ir_drop,Reg power frac,60.5,%
placement,GPL Wtd Cong,0.703,
setup_path,Critical Path Sink Type,output port,
synth,post-synthesis register bit count,21,
finish,Top reg by flops,c.Qreg,
final_timing,setup total negative slack,0,ns
final_timing,Worst-Margin Slew,0.784,ns
power_and_ir_drop,Clock power frac,38.1,%
synth,sequential fraction of the synthesis area,53.2,%
clock_network,Worst-path clk slew,0.07,ns
clock_network,total CTS buffers,3,
final_timing,Setup Skew,0.00298,ns
synth,YS warnings,6,
finish,max reg flops,21,
setup_path,crit path DRT,3.76,ns
clock_network,CTS H-tree depth,1,
setup_path,WS Path Type,reg2out,
drt,ANT cells,0,
drt,drt drc,0,
grt,largest net degree at the start of global routing,22,
floorplan,Die Y-Extent,103,um
cell families (layout without fill, tap and decap cells):
logic type | after synthesis | in the layout | share of synthesized area (%)
DFF | 21 | 21 | 53.2
buffers and inverters | 11 | 18 | 6.45
xor gates and xnor gates | 19 | 19 | 16.8
other | 2 | 4 | 0.760
and+or+nand+nor | 32 | 32 | 21.5
adders and majority gates | 1 | 1 | 1.27
area by class of cell:
cell class                      count  area [um2]  share of cell area, %
Tap cell                           80         100                   8.44
Inverter                            5        18.8                   1.58
Sequential cell                    21         526                   44.3
Multi-Input combinational cell     56         407                   34.3
Clock buffer                        4        45.0                   3.80
Timing Repair Buffer                9        90.1                   7.59
power by group through the flow:
| stage | logic [uW] | clock network, uW | registers [uW] |
|---|---|---|---|
| CTS | 4.94 | 120 | 181 |
| finish | 4.36 | 114 | 181 |
| global route | 5.47 | 126 | 180 |
cells in the mapped netlist:
library cell | count | area (um2)
nor3_2 | 1 | 10.0
nand3_2 | 2 | 20.0
inv_1 | 4 | 15.0
dfrtp_1 | 21 | 526
and3_1 | 1 | 6.26
nor3_4 | 1 | 16.3
or2_2 | 1 | 6.26
xor2_1 | 5 | 43.8
nor2_4 | 1 | 11.3
nand4_4 | 1 | 21.3
nand2_1 | 8 | 30.0
nand4_1 | 5 | 31.3
nand4_2 | 1 | 12.5
nand3_1 | 5 | 25.0
conb_1 | 2 | 7.51
nand2b_1 | 1 | 6.26
ha_1 | 1 | 12.5
clkinv_1 | 1 | 3.75
buf_4 | 6 | 45.0
xnor2_1 | 14 | 123
nor3_1 | 1 | 5.00
nor2_1 | 3 | 11.3
worst max-delay path, stage by stage (launching register included):
cell             delay, ns
dfrtp_1               0.45
or2_2                 0.31
clkdlybuf4s50_1       0.41
layer usage:
layer / GRT usage, % / up-vias / share of wire (%)
met2: 4.83 / 15 / 40
met4: 0.214 / 0 / 0
met5: 0 / - / 0
li1: - / 289 / -
met3: 1.62 / 0 / 10
met1: 3.86 / 276 / 50
final timing paths:
check	startpoint	endpoint	slack, ns	cells after the start
worst min-delay path	c.Qreg[0]	c.Qreg[0]	0.47	1
worst max register to register	c.Qreg[0]	c.Qreg[10]	3.31	5
worst max-delay path	c.Qreg[19]	an[0]	2.34	2
max in group asynchronous	btnC	c.Qreg[4]	3.07	2
worst min register to register	c.Qreg[0]	c.Qreg[0]	0.47	1
min in group asynchronous	btnC	c.Qreg[16]	1.14	2
through the flow:
step	util (%)	area, um2	power, uW	hold WS [ns]	setup WS [ns]
4_1_cts	17.6	1190	305	0.478	2.33
2_1_floorplan	-	996	189	0.439	3.07
5_1_grt	17.6	1190	312	0.484	2.26
3_3_place_gp	16.9	1140	189	0.464	2.62
3_5_place_dp	16.9	1140	189	0.468	2.62
6_report	17.6	1190	299	0.472	2.34
layout by cell type (no fill, tap or decap), drive strengths merged, types with 3 or more instances in the layout:
cell	count
xnor2	14
clkbuf	4
nor2	4
xor2	5
nand3	7
conb	4
nand4	7
nor3	3
inv	4
nand2	8
dfrtp	21
clkdlybuf4s50	9
Power is estimated from default activity; no workload was simulated.
