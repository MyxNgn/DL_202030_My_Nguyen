[./config.mk]
export PLATFORM = sky130hd
export DESIGN_NAME = calc_lab10
export DESIGN_NICKNAME = calc_lab10
export VERILOG_FILES = /design/flow/design.v
export SDC_FILE = /design/flow/constraint.sdc
export NUM_CORES = 4
export LEC_CHECK = 1
export CORE_UTILIZATION = 50
[./constraint.sdc]
current_design calc_lab10

set clk_period 11.4
set clk_io_pct 0.2

create_clock -name clk0 -period $clk_period [get_ports {clk}]

set non_clock_inputs [all_inputs -no_clocks]
set_input_delay [expr $clk_period * $clk_io_pct] -clock clk0 $non_clock_inputs
set_output_delay [expr $clk_period * $clk_io_pct] -clock clk0 [all_outputs]
[./design.v]
`timescale 1ns / 1ps
module sseg_decoder(
    input [3:0] num,
    output reg [6:0] sseg
    );
    always @*
        case(num)
            4'h0: sseg = 7'b1000000;
            4'h1: sseg = 7'b1111001;
            4'h2: sseg = 7'b0100100;
            4'h3: sseg = 7'b0110000;
            4'h4: sseg = 7'b0011001;
            4'h5: sseg = 7'b0010010;
            4'h6: sseg = 7'b0000010;
            4'h7: sseg = 7'b1111000;
            4'h8: sseg = 7'b0000000;
            4'h9: sseg = 7'b0010000;
            4'hA: sseg = 7'b0001000;
            4'hB: sseg = 7'b0000011;
            4'hC: sseg = 7'b1000110;
            4'hD: sseg = 7'b0100001;
            4'hE: sseg = 7'b0000110;
            4'hF: sseg = 7'b0001110;
        endcase
endmodule
`timescale 1ns / 1ps
module add3(
    input [3:0] in,
    output [3:0] out
    );
    assign out = in > 4'b0100 ? in + 4'b0011 : in;
endmodule
`timescale 1ns / 1ps
module bcd11(
    input [10:0] in,
    output [3:0] ones, tens, hundreds, thousands
    );
    assign thousands[3:2] = 2'b00;
    wire [3:0] tmpC1;
    add3 c1(
        .in({1'b0 , in[10:8]}),
        .out(tmpC1)
    );
    wire [3:0] tmpC2;
    add3 c2(
        .in({tmpC1[2:0],in[7]}),
        .out(tmpC2)
    );
    wire [3:0] tmpC3;
    add3 c3(
        .in({tmpC2[2:0],in[6]}),
        .out(tmpC3)
    );
    wire [3:0] tmpC4;
    add3 c4(
        .in({tmpC3[2:0],in[5]}),
        .out(tmpC4)
    );
    wire [3:0] tmpC5;
    add3 c5(
        .in({tmpC4[2:0],in[4]}),
        .out(tmpC5)
    );
    wire [3:0] tmpC6;
    add3 c6(
        .in({tmpC5[2:0],in[3]}),
        .out(tmpC6)
    );
    wire [3:0] tmpC7;
    add3 c7(
        .in({tmpC6[2:0],in[2]}),
        .out(tmpC7)
    );
    add3 c8(
        .in({tmpC7[2:0],in[1]}),
        .out({tens[0], ones[3:1]})
    );
    assign ones[0] = in[0];
    wire [3:0] tmpC9;
    add3 c9(
        .in({1'b0,tmpC1[3],tmpC2[3],tmpC3[3]}),
        .out(tmpC9)
    );
    wire [3:0] tmpC10;
    add3 c10(
        .in({tmpC9[2:0],tmpC4[3]}),
        .out(tmpC10)
    );
    wire [3:0] tmpC11;
    add3 c11(
        .in({tmpC10[2:0],tmpC5[3]}),
        .out(tmpC11)
    );
    wire [3:0] tmpC12;
    add3 c12(
        .in({tmpC11[2:0],tmpC6[3]}),
        .out(tmpC12)
    );
    add3 c13(
        .in({tmpC12[2:0],tmpC7[3]}),
        .out({hundreds[0], tens[3:1]})
    );
    wire [3:0] tmpC14;
    add3 c14(
        .in({1'b0,tmpC9[3],tmpC10[3],tmpC9[3]}),
        .out({thousands[1], tmpC14[2:0]})
    );
    add3 c15(
        .in({tmpC14[2:0],tmpC12[3]}),
        .out({thousands[0],hundreds[3:1]})
    );
endmodule
`timescale 1ns / 1ps
module an_decoder (
    input [1:0] in,
    output reg [3:0] out
    );
    always @*
        begin
            case (in)
                2'b00: out = 4'b1110;
                2'b01: out = 4'b1101;
                2'b10: out = 4'b1011;
                2'b11: out = 4'b0111;
            endcase
        end
endmodule
`timescale 1ns / 1ps
module mux2
    #(parameter BITS=4)
    (
    input sel,
    input [BITS-1:0] in0, in1,
    output [BITS-1:0] out
    );
    assign out = sel ? in1 : in0;
endmodule
`timescale 1ns / 1ps
module mux4(
    input [1:0] sel,
    input [3:0] in0, in1, in2, in3,
    output reg [3:0] out
    );
    always @*
        begin
            case (sel)
                2'b00: out = in0;
                2'b01: out = in1;
                2'b10: out = in2;
                2'b11: out = in3;
            endcase 
        end
endmodule
`timescale 1ns / 1ps
module sseg4(
    input [15:0] data,
    input [1:0] digit_sel,
    input hex_dec, sign, 
    output [6:0] seg,
    output [3:0] an,
    output dp  
    );
    assign dp = 1'b1;
    an_decoder an_decoder_0(
        .in(digit_sel),
        .out(an)
    );
    wire sel_mux2_7;
    assign sel_mux2_7 = sign & ~an[3]; 
    wire [15:0] bcd_mux2;
    bcd11 bcd11_0(
        .in(data[10:0]),
        .ones(bcd_mux2[3:0]),
        .tens(bcd_mux2[7:4]),
        .hundreds(bcd_mux2[11:8]),
        .thousands(bcd_mux2[15:12])
    );
    wire [15:0] mux2_mux4;
    mux2 #(.BITS(16)) mux2_0(
        .sel(hex_dec),
        .in0(bcd_mux2),
        .in1(data[15:0]),
        .out(mux2_mux4)
    );
    wire [4:0] mux4_decoder;
    mux4 mux4_0(
        .sel(digit_sel),
        .in0(mux2_mux4[3:0]),
        .in1(mux2_mux4[7:4]),
        .in2(mux2_mux4[11:8]),
        .in3(mux2_mux4[15:12]),
        .out(mux4_decoder)
    );
    wire[6:0] decoder_mux2;
    sseg_decoder decoder0(
        .num(mux4_decoder),
        .sseg(decoder_mux2)
    );
    mux2 #(.BITS(7)) mux2_1(
        .sel(sel_mux2_7),
        .in0(decoder_mux2),
        .in1(7'b0111111),
        .out(seg)
    );
endmodule
`timescale 1ns / 1ps
module alu #( parameter N =8)(
    input [N-1:0] in0,
    input [N-1:0] in1,
    input [3:0] op,
    output reg [N-1:0] out
    );
    parameter ADD =0;
    parameter SUB =1;
    parameter AND =2;
    parameter OR =3;
    parameter XOR =4;
    always @*
        begin
            case(op)
                ADD: out = in0 + in1;
                SUB: out = in0 - in1;
                AND: out = in0 & in1;
                OR: out = in0 | in1;
                XOR: out = in0 ^ in1;
                default : out = in0 ; 
            endcase
        end
endmodule
`timescale 1ns / 1ps
module register #( parameter N =1)(
    input clk , rst , en ,
    input [N -1:0] D,
    output reg [N -1:0] Q
    );
    always @( posedge clk , posedge rst)
    begin
        if (rst ==1)
            Q <= 0;
        else if (en ==1)
            Q <= D;
    end
endmodule
`timescale 1ns / 1ps
module top_lab9(
        input [11:0] sw,
        input btnU, btnD, btnC, clk,
        output [15:0] led
    );
    wire [7:0] regist_alu;
    register #(.N(8)) register0(
        .D(sw[7:0]),
        .en(btnD),
        .clk(clk),
        .rst(btnC),
        .Q(regist_alu)
        );
    assign led[7:0] = regist_alu;
    wire [7:0] alu_regist;
    alu #(.N(8)) alu0(
        .in0(sw[7:0]),
        .in1(regist_alu),        
        .op(sw[11:8]),
        .out(alu_regist)
        );
    register #(.N(8)) register1(
        .D(alu_regist),
        .en(btnU),
        .clk(clk),
        .rst(btnC),
        .Q(led[15:8])
        );
endmodule
`timescale 1ns / 1ps
module calc_lab10(
        input [15:0]sw,
        input btnC, btnD, btnU, clk,
        output [15:0] led,
        output [6:0] seg,
        output [3:0] an,
        output dp
    );
    top_lab9 dut(
        .sw(sw[11:0]),
        .btnU(btnU),
        .btnD(btnD),
        .btnC(btnC),
        .clk(clk),
        .led(led)
        );
    wire [15:0] Dout_sseg4;
    wire sign_sseg4;
    show_2c show0(
        .Din(led[15:8]),
        .Dout(Dout_sseg4),
        .sign(sign_sseg4)
        );
    wire [1:0] msb_sseg4;
    counter #(.N(21)) c(
        .clk(clk),
        .en(1'b1),
        .rst(btnC),
        .msb(msb_sseg4)
        );
    sseg4 main(
        .data(Dout_sseg4),
        .sign(sign_sseg4),
        .hex_dec(sw[15]),
        .digit_sel(msb_sseg4),
        .seg(seg),
        .dp(dp),
        .an(an)
        );
endmodule
`timescale 1ns / 1ps
module counter #(parameter N=1)(
    input clk, rst, en,
    output [1:0] msb
    );
    reg [N-1:0] Qnext, Qreg;
    always @(posedge clk, posedge rst)
        begin
            if(rst)
                Qreg <= 0;
            else 
                Qreg <= Qnext;
        end
     always @*
        begin
            if (en)
                Qnext = Qreg+1;
            else
                Qnext = Qreg;
        end
     assign msb = Qreg[N-1:N-2];
endmodule
`timescale 1ns / 1ps
module show_2c(
    input [7:0] Din,
    output reg [15:0] Dout,
    output sign
    );
    assign sign = Din[7];
    always @*
        begin
            if (sign)
                Dout = ~{{8{1'b1}},Din} + 1'b1;
            else
                Dout = {{8{1'b0}},Din};
        end
endmodule
[./run.sh]
#!/bin/bash
# OpenROAD 26Q1-2900-gdf79404cd8, Yosys 0.63+post, stock flow scripts
make -C /OpenROAD-flow-scripts/flow DESIGN_CONFIG=/design/flow/config.mk WORK_HOME=/design/flow/orfs finish
==> ci_impl_report.md <==
## PnR job results

| Metric | Value |
|---|---|
| Seq share, synth | `0.186` |
| Die Ht | `102 um` |
| Layout cells sized above 1 | `0.0701` |
| DRT antenna net count | `0` |
| CP Capture Type | `output pin` |
| Netlist cell types | `94` |
| Critical path's slowest cell | `or4b_2` |
| Crit Path Max Fanout | `12` |
| Clock sinks | `37` |
| Outcome | `completed` |
| Cell area after synthesis | `4980 um2` |
| Worst hold endpoint | `c.Qreg[5]` |
| Filler Cell Count | `895` |
| Cell count after synthesis | `616` |
| CTS tree | `yes` |
| Top Layout Cells | `49 x nand2_1, 48 x ha_1, 43 x clkdlybuf4s50_1` |
| GR Overflow Total | `0` |
| Site Rows | `36` |
| Vias in the first global route | `4084` |
| Max incr delay on CP | `0.61 ns` |
| Hold path start | `c.Qreg[5]` |
| Hold Fails Final Rpt | `0` |
| First drt pass iteration count | `4` |
| CP most frequent cell | `ha_1` |
| Final wirelength | `11400 um` |
| Port Buffer Count | `43` |
| Hold Path Class | `flip-flop to flip-flop` |
| Max-cap viol count | `0` |
| DIE AREA | `10400 um2` |
| Reg-to-Reg Start | `dut.register0.Q[0]` |
| VDD IR max | `0.0000901 V` |
| Max Fclk | `0.0948 GHz` |
| Worst slew pin tran | `0.852 ns` |
| Syn_area_per_cell | `8.08 um2` |
| DRT iter0 DRCs | `186` |
| PD cells | `218 nW/um2` |
| Setup violators final | `0` |
| Insertion Delay late pin | `0.29 ns` |
| Period utilisation layout | `0.926` |
| Maximum clock insertion buffer count | `2` |
| Main flop type | `dfrtp_1` |
| Clock root buffer | `clkbuf_8` |
| I/O Pins | `48` |
| CTS H-tree depth | `2` |
| Number of diodes | `0` |
| Arrival @ worst endpoint | `8.27 ns` |
| Routed len/inst | `14.7 um` |
| FF+latch count, synth | `37` |
| Clock-pin slew on the worst setup and hold paths | `0.08 ns` |
| Die X-Extent | `102 um` |
| Min cycle time layout | `10.55 ns` |
| Initial antenna violation count | `0` |
| # Cells Yosys | `616` |
| WP data required | `9.12 ns` |
| Synth-to-Final Area Change | `11.6%` |
| CP startpoint kind | `flip-flop` |
| Setup Skew | `0.00924 ns` |
| Starting Density | `0.512` |
| Detailed-route vias per instance | `5.80` |
| Unrepaired setup endpoints after global routing | `false` |
| Worst Reg2Reg Path Length in Cells | `17` |
| CTS buffer count | `5` |
| GRT Total Usage | `0.236` |
| # DRC | `0` |
| Most common logic cell in the routed design | `nand2_1` |
| CORE AREA | `9730 um2` |
| Worst R2R End | `dut.register1.Q[7]` |
| Ys Warns | `9` |
| Design Power | `1.21 mW` |
| Setup CP Type | `flip-flop to output pin` |
| Worst path buffer plus inverter count | `2` |
| Vias | `4495` |
| DPL Wire Length | `8720 um` |
| Synthesis area per yosys | `4980 um2` |
| Largest net degree at the start of global routing | `38` |
| Flip-flops with a built-in enable | `0` |
| R2R Setup Slk | `8.32 ns` |
| Largest delay share family, worst path | `AND-OR/OR-AND gates` |
| Pleak | `2.35 nW` |
| Max Slew Vio Count | `0` |
| Post-CTS Resized | `0` |
| Slew margin rel. | `0.432` |
| Final TNS setup | `0 ns` |
| Hold path cells | `1` |
| Async S/R FF share, synth | `1.00` |
| Count of tool warnings | `53` |
| First-pass GRT wire length | `19400 um` |
| Placer's final routability congestion estimate | `0.895` |
| # hold bufs at CTS | `0` |
| Postcts setup bufs | `0` |
-- where the power goes --
group          internal (mW)  leakage, nW  total [mW]  switching, mW
Sequential             0.137        0.473       0.153         0.0159
Clock                 0.0655       0.0543       0.115         0.0496
Combinational          0.439         1.82       0.942          0.503
-- cells in the mapped netlist (4+ instances only) --
cell	number	area, um2
a21oi_1	17	85.1
nand2b_1	11	68.8
buf_2	6	30.0
o31ai_1	6	45.0
a22oi_1	4	30.0
inv_1	40	150
o21ai_1	4	20.0
nor3b_1	5	37.5
nand3b_1	4	30.0
dfrtp_1	37	926
o22ai_1	6	37.5
or3_1	8	50.1
mux2_2	5	56.3
and4b_1	4	40.0
o21a_1	5	37.5
buf_6	5	56.3
o211ai_1	11	82.6
nor2_1	38	143
xor2_1	15	131
nor4b_1	5	43.8
and2_1	11	68.8
nand2_1	49	184
xnor2_1	29	254
nand3_1	20	100
a31oi_1	11	68.8
a211oi_1	7	52.6
and3_1	6	37.5
nor3_1	18	90.1
a221oi_1	4	35.0
mux2i_1	12	120
clkbuf_1	20	75.1
o21ai_0	30	150
ha_1	48	601
a21o_1	9	67.6
nand4_1	7	43.8
nor2b_1	7	43.8
-- worst register-to-register path: stages, from the launching register on --
cell and delay [ns]:
dfrtp_1 0.44, inv_1 0.12, ha_1 0.29, nand2_1 0.04, o21ai_0 0.15, inv_1 0.08
ha_1 0.28, nor2b_1 0.13, o21ai_0 0.14, nand2b_1 0.10, a21o_1 0.18, a21o_1 0.19
a21o_1 0.18, a21oi_1 0.16, xnor2_1 0.14, nor2_1 0.06, o221ai_1 0.15, o21ai_0 0.11
-- kinds of logic after synthesis --
logic type,after synthesis,synth area share
other cells,2,0.00151
xor+xnor,44,0.0774
simple gates,225,0.257
fa+ha+maj,49,0.125
buf+inv,76,0.0679
mux,19,0.0407
compound gates,164,0.245
flops,37,0.186
-- layout make-up --
class / instances / area [um2] / share of cell area
repair buffers: 46 / 453 / 0.0815
well taps: 133 / 166 / 0.0300
clock buffers: 5 / 68.8 / 0.0124
multi-input cells: 510 / 3740 / 0.673
clock inverters: 3 / 46.3 / 0.00834
inverters: 41 / 154 / 0.0277
flip-flops and latches: 37 / 926 / 0.167
-- worst max path at each step --
stage	start	end	cells after the start
final	dut.register1.Q[2]	seg[6]	26
after global routing	dut.register1.Q[2]	seg[6]	26
after CTS	dut.register1.Q[2]	seg[6]	26
-- per-layer routing --
layer | up-vias | share of wire | track usage | wire [um]
met5 | - | 0 | 0 | 0
met4 | 0 | 0.0093 | 0.0245 | 106
met3 | 9 | 0.024 | 0.0147 | 268
met2 | 83 | 0.47 | 0.390 | 5310
met1 | 2079 | 0.50 | 0.357 | 5710
li1 | 2324 | - | - | -
-- sequential cells by signal, indices dropped and copies added, names as in the netlist --
name and count:
dut.register0.Q 8, c.Qreg 21, dut.register1.Q 8
-- through the flow --
stage	std cells	worst slack, ns	utilization	hold slack [ns]	area [um2]
after floorplan	623	2.66	-	0.438	5000
after global placement	767	1.27	0.559	0.453	5440
after detailed placement	767	1.23	0.559	0.457	5440
after CTS	775	0.889	0.571	0.472	5550
after global routing	775	0.0576	0.571	0.494	5550
final	775	0.849	0.571	0.470	5550
Power figures rest on the tool's default switching activity, not on a simulated workload.
